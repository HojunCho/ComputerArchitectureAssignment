**flow/design.v**
```verilog
`timescale 1ns /100ps
module ALU (						   		 
	input [16-1:0] A,
	input [16-1:0] B,
	input [2:0] FuncCode,						  
	output reg [16-1:0] C,	   
	output reg OverflowFlag
	);									
	reg MSB;
	always @* begin			   
		case(FuncCode)		 
			3'b000 : {MSB, C} = {A[16 - 1], A} + {B[16 - 1], B};
			3'b001 : {MSB, C} = {A[16 - 1], A} - {B[16 - 1], B};				 
			3'b010 : C = A & B;
			3'b011 : C = A | B; 					    
			3'b100 : C = ~A; 
			3'b101 : C = ~A + 1;
			3'b110 : C = A <<< 1;
			3'b111 : C = A >>> 1;		  				
		endcase
		if (FuncCode == 3'b000 || FuncCode == 3'b001)
			OverflowFlag = MSB ^ C[16 - 1];
		else
			OverflowFlag = 0;
	end			  	
endmodule			
```
**flow/run.sh**
```bash
#!/bin/bash
# OpenROAD 26Q1-2900-gdf79404cd8, Yosys 0.63+post, stock flow scripts
make -C /OpenROAD-flow-scripts/flow DESIGN_CONFIG=/design/flow/config.mk WORK_HOME=/design/flow/orfs finish
```
**flow/config.mk**
```make
export PLATFORM = sky130hd
export DESIGN_NAME = ALU
export DESIGN_NICKNAME = ALU
export VERILOG_FILES = /design/flow/design.v
export SDC_FILE = /design/flow/constraint.sdc
export NUM_CORES = 4
export LEC_CHECK = 1
export CORE_UTILIZATION = 30
```
**flow/constraint.sdc**
```tcl
current_design ALU

set clk_period 8.7
set clk_io_pct 0.2

create_clock -name clk0 -period $clk_period

set non_clock_inputs [all_inputs -no_clocks]
set_input_delay [expr $clk_period * $clk_io_pct] -clock clk0 $non_clock_inputs
set_output_delay [expr $clk_period * $clk_io_pct] -clock clk0 [all_outputs]
```
==> Changelog: implementation <==
### Implementation results

* Status: finished, final reports clean
* Synth unique cells at 66
* Cell-internal power at 0.101 mW
* FF+latch area at 0 um2
* Critical path type: in2out
* DRC marker count from the first detailed-route iteration at 226
* Yosys Instances at 447
* Chip area at 10500 um2
* Cell Count, Final, Fillers Out at 611
* Max-cap violations at 0
* Worst Max-Slew Pin Slew at 0.736 ns
* Vias per cell at 5.53
* First drt pass iteration count at 8
* Post-DRT Antenna Nets at 0
* Largest stage delay, worst path at 0.58 ns
* Via count at 3380
* Fill cells at 1030
* Clock power frac at 0
* Post_cts resized at 0
* Final wirelength at 10.1 mm
* RSZ-0062 raised after global routing: no
* Share of cells above drive strength 1 at 0.0418
* CP cell instances: clkdlybuf4s50_1 -> inv_1 -> ha_1 -> fa_1 -> or2_4 -> a221oi_4 -> o211ai_1 -> a21oi_1 -> o21ai_0 -> a221oi_1 -> o21a_1 -> o21a_1 -> clkdlybuf4s50_1
* Final Core Density at 0.365
* Kind of cell adding the most delay to the critical path: AND-OR/OR-AND gates
* Chip height at 103 um
* Syn Inst Count at 447
* Tmin final at 7.03 ns
* Critical path buffers and inverters at 3
* Mapped cell area at 3040 um2
* Sw frac at 0.536
* Clkbuf count at 0
* Area of the core at 9770 um2
* Leak pwr at 1.48 nW
* Seq/Total Area, Yosys at 0
* Crit start category: input pin
* Sequential power share at 0
* Port buffer count at 52
* Final Wtd Congestion at 0.904
* Fin crit share at 0.808
* Largest net degree at the start of global routing at 30
* Gr usage total at 0.194
* Top-area cell share at 0.202
* Width of the die at 103 um
* Yosys warning count at 1
* Psw at 0.117 mW
* Yosys stat chip area at 3040 um2
* Worst Path Required at 6.96 ns
* Min-Delay Path Class: in2out
* Most numerous logic cell after layout: clkdlybuf4s50_1
* Synth area leaders: ha_1 (20%), o21ai_0 (7.4%), xnor2_1 (5.5%)
* Fmax at 0.142 GHz
* OpenROAD warnings at 64
* Dpl cells at 611
* Final max-slew violation count at 0
* Synth area leader: ha_1
* Setup repair bufs after CTS at 0
* Pre-Place Util at 0.311
* Peak supply drop at 0.0000247 V
* CP max FO at 6
* Post-detail-place hpwl at 7.60 mm
* Vias in the first global route at 3123
* Post-route setup TNS at 0 ns
* Setup-failing EPs final at 0
* Synth Area per Inst at 6.80 um2
* Drt drc at 0
* Routed len/inst at 16.5 um
* CP max stage cell: clkdlybuf4s50_1
* Dominant logic cell types in the final layout: clkdlybuf4s50_1 (51), ha_1 (49), o21ai_0 (45)
* Antenna violations before repair at 0
* Global-route wire length before repair at 16.0 mm
* Pwr Density at 61.2 nW/um2
* Endpoint class of the critical path: output port
* Worst slew margin at 0.507
* Comb power frac at 1.000
* Area Overhead vs Synth at 17.2%
* FF+latch count at 0
* Hold_buf cts at 0
* Fin. Hold Viols at 0
* N_diodes at 0
* Cell row count at 36
* Crit path DAT at 5.29 ns
* Total congestion overflow at 0
* I/O pin count at 52
## through the flow
step | hold slack (ns) | total power [mW] | area, um2 | setup WS (ns)
floorplan | 3.64 | 0.142 | 3040 | 3.13
global placement | 4.39 | 0.215 | 3560 | 1.80
detailed placement | 4.40 | 0.215 | 3560 | 1.71
CTS | 4.40 | 0.216 | 3560 | 1.69
global route | 4.49 | 0.241 | 3560 | 1.41
finish | 4.42 | 0.218 | 3560 | 1.67
## tightest hold or removal path: cells and delay by family
family / cells / cell delay [ns]
buf+inv: 2 / 0.68
compound gates: 1 / 0.06
simple gates: 1 / 0.19
## cells in the mapped netlist, types with 3 or more instances
cell type	instances
nand2b_1	5
o211ai_1	3
xnor2_1	19
or3_1	3
a21oi_1	33
a221o_1	5
nand4_1	3
nor2b_1	5
o221ai_1	3
o22ai_1	12
a21o_1	5
o21a_1	5
buf_6	9
nor3_1	10
o21bai_1	5
a22oi_1	5
nand3_1	7
xor2_1	3
ha_1	49
inv_1	43
nor2_1	42
a221oi_1	6
nor4_1	3
a31oi_1	8
nand2_1	39
a222oi_1	4
a22o_1	3
clkbuf_1	10
mux2i_1	4
o21ai_0	45
a211oi_1	6
## area by class of cell
class              count  area [um2]  share of cell area
well taps            133         166              0.0467
repair buffers        56         546               0.153
inverters             45         176              0.0495
multi-input cells    377        2680               0.751
## cells by family (layout without fill, tap and decap cells)
family | after synthesis | count (layout) | share of synthesized area
AOI/OAI and AO/OA | 169 | 169 | 0.382
and+or+nand+nor | 131 | 131 | 0.207
buffers and inverters | 70 | 101 | 0.120
adders and majority gates | 51 | 51 | 0.215
xor gates and xnor gates | 22 | 22 | 0.0634
muxes | 4 | 4 | 0.0132
## final timing paths
kind,from,endpoint,slack [ns],cells after the start
worst max-delay path,A[0],OverflowFlag,1.67,13
worst min-delay path,FuncCode[0],C[2],4.42,4
## power groups by stage
stage                 clock [mW]  combinational [mW]  sequential (mW)
after CTS                      0               0.216                0
final                          0               0.218                0
after global routing           0               0.241                0
## per-layer routing
| layer | up-vias | track usage | part of all wire |
|---|---|---|---|
| met3 | 12 | 0.0165 | 0.077 |
| met5 | - | 0 | 0 |
| met4 | 0 | 0.0308 | 0.019 |
| met1 | 1540 | 0.292 | 0.45 |
| met2 | 140 | 0.307 | 0.45 |
| li1 | 1688 | - | - |
Power is estimated from default activity; no workload was simulated.
