[design/flow/design.v]
module RegisterFiles(ctrlRegWrite, readReg1, readReg2, writeReg, writeData, clk, reset_n, readData1, readData2);	 
	input ctrlRegWrite;
	input [1:0] readReg1;
	input [1:0] readReg2;	
	input [1:0] writeReg;
	input [16-1:0] writeData; 
	input clk;														
	input reset_n;														
	output reg [16-1:0] readData1;
	output reg [16-1:0] readData2; 
	reg [16-1:0] registers[4-1:0];		 
	integer i;
	assign readData1 = registers[readReg1];	
	assign readData2 = registers[readReg2];   
	always @(posedge clk) begin
		if (!reset_n) begin				   			
			for (i=0; i<4; i++)
				registers[i] <= 0;
		end
		else if (ctrlRegWrite)
			registers[writeReg] <= writeData;																	   
	end
endmodule
[design/flow/run.sh]
#!/bin/bash
# OpenROAD 26Q1-2900-gdf79404cd8, Yosys 0.63+post, stock flow scripts
make -C /OpenROAD-flow-scripts/flow DESIGN_CONFIG=/design/flow/config.mk WORK_HOME=/design/flow/orfs finish
[design/flow/config.mk]
export PLATFORM = sky130hd
export DESIGN_NAME = RegisterFiles
export DESIGN_NICKNAME = RegisterFiles
export VERILOG_FILES = /design/flow/design.v
export SDC_FILE = /design/flow/constraint.sdc
export NUM_CORES = 4
export LEC_CHECK = 1
export CORE_UTILIZATION = 40
[design/flow/constraint.sdc]
current_design RegisterFiles

set clk_period 3.8
set clk_io_pct 0.2

create_clock -name clk0 -period $clk_period [get_ports {clk}]

set non_clock_inputs [all_inputs -no_clocks]
set_input_delay [expr $clk_period * $clk_io_pct] -clock clk0 $non_clock_inputs
set_output_delay [expr $clk_period * $clk_io_pct] -clock clk0 [all_outputs]
==> impl_metrics.yaml <==
# flow metrics
outcome:
  status: "finished, final reports clean"
worst_setup_path:
  crit_path_end_kind: "output port"
  timing_worst_setup_path_type: "primary input to output port"
  path_max_fanout: 16
  start_kind: "primary input"
  cp.required_ns: 3.04
  cp.arrival_ns: 2.49
synthesis:
  ys_top_cells_by_count: "edfxtp_1 (64), and2_1 (48), mux4_2 (20)"
  yosysUniqueCellTypes: 18
  ys_area_sq_um: 3270
  edf_count: 64
  ys_cells: 186
  ys_warn_count: 3
  ys.flops: 64
  synth_top_cell_by_area: "edfxtp_1"
  area_leaders: "edfxtp_1 (59%), mux4_2 (14%), mux4_1 (9.6%)"
  async_flop_share_pct: 0
  synth.most_common_cell: "edfxtp_1"
  synth_area_sq_um: 3270
  synth.avg_cell_area_sq_um: 17.6
  netlist_instances: 186
  top_area_share_pct: 58.7
  postSynthSeqShare_pct: 58.7
  ff_type: "edfxtp_1"
cells_and_area:
  finalInstanceArea_sq_um: 4140
  area_growth_pct: 26.3
  reg_top3: "registers x64"
  final_cell_count_no_fill: 356
  final_core_util_pct: 53.0
  fillers: 666
  largest_reg_flops: 64
  drive_gt1_share_pct: 17.3
  regMostFlops: "registers"
clock_tree:
  clk_pin_slew_worst_paths_ns: 0.06
  clockBufferDepth: 2
  clockRootBuffer: "clkbuf_8"
  cts_sinks: 64
  cts_tree: "yes"
  numCtsBuffers: 9
  h-tree-depth: 3
  hold_buffers: 0
  cts_setup_buffers: 0
  cts_resized: 0
place:
  portBuffers: 56
  globalplace.congestion: 0.767
  dpl-instance-area_sq_um: 3960
  placed_cells: 340
  pre_cts_ws_ns: 0.543
  hpwl_microns: 4430
global_route:
  grt_max_degree: 23
  grt_overflow_total: 0
  track_usage_pct: 18.9
  grt_pass1_wl_microns: 10900
  antenna_found_initial: 0
  grt_pass1_vias: 2061
drt:
  wirelength_microns: 6900
  num_vias: 1894
  route.detailed.drc: 0
  wl_per_cell_microns: 19.4
  vias_per_cell: 5.32
  detail-route-antenna-nets: 0
  drt_iter0_markers: 73
  n_antenna_cell: 0
  drtPass1Iterations: 4
timing:
  slew_headroom_pct: 47.3
  worstMarginPinSlew_ns: 0.788
  max_clock_freq_ghz: 0.308
  finalSetupTns_ns: 0
  rsz0062_at_grt: "false"
  finalCritPeriodShare_pct: 85.4
  setup_violations: 0
  slew_violations: 0
  hold_viol: 0
  period_needed_ns: 3.25
  fin_ws_ns: 0.555
worst_hold_path:
  min_from: "writeData[13]"
  min_path_cells: 2
  hold_class: "primary input to flip-flop"
  hold_end: "registers[1][13]"
run:
  drv_cap: 0
  warnings: 25
floorplan:
  coreArea_sq_um: 7810
  fp_util_pct: 41.9
  fp-row-count: 32
  die-area_sq_um: 8550
  die-width_microns: 92.5
  io_pins: 57
  chipHeight_microns: 92.5
power:
  p_leak_nw: 1.53
  pwr_density_cell_nw_per_um2: 399
  vdd_ir_drop_max_v: 0.000176
==> worst max-delay path by stage <==
stage                from             to  slack [ns]  depth (start not counted)
finish        readReg1[0]  readData1[14]        0.55                          4
global route  readReg1[0]  readData1[14]        0.49                          4
CTS           readReg1[0]  readData1[14]        0.53                          4
==> cells in the final DEF (no fill, tap or decap) <==
cell / Yosys / layout
and4b_1: 2 / 2
nand3_1: 1 / 1
inv_1: 1 / 1
nand3b_1: 1 / 1
and3_1: 16 / 16
and4bb_2: 1 / 1
clkdlybuf4s50_1: 0 / 56
buf_4: 0 / 9
clkbuf_1: 4 / 2
nand2_1: 2 / 2
edfxtp_1: 64 / 64
o21ai_1: 0 / 2
and2_1: 48 / 48
clkbuf_8: 0 / 9
nand2b_1: 1 / 1
buf_12: 2 / 2
clkinv_1: 0 / 2
mux4_2: 20 / 20
mux4_1: 12 / 12
bufinv_16: 0 / 1
clkinv_2: 0 / 2
==> metrics by stage <==
stage	hold WS [ns]	total power, mW
after global placement	1.49	1.13
after detailed placement	1.49	1.13
after CTS	1.14	1.66
after floorplan	0.958	0.975
final	1.15	1.65
after global routing	1.14	1.73
==> per-layer routing <==
| layer | track usage, % | share of wire (%) | vias to the layer above |
|---|---|---|---|
| li1 | - | - | 875 |
| met1 | 27.4 | 40 | 926 |
| met2 | 29.1 | 48 | 85 |
| met3 | 9.11 | 9.8 | 8 |
| met4 | 2.47 | 1.3 | 0 |
| met5 | 0 | 0 | - |
==> worst max-delay path: stages <==
cell and delay (ns):
clkdlybuf4s50_1 0.52, buf_12 0.20, mux4_1 0.59, clkdlybuf4s50_1 0.42
==> cell type report <==
cell class | count | area (sq um) | area share [%]
Clock inverter | 5 | 47.5 | 1.15
Clock buffer | 11 | 131 | 3.18
Multi-Input combinational cell | 106 | 1230 | 29.9
Tap cell | 102 | 128 | 3.09
Timing Repair Buffer | 67 | 668 | 16.2
Inverter | 1 | 3.75 | 0.0908
Sequential cell | 64 | 1920 | 46.5
==> logic make-up (layout without fill, tap and decap cells) <==
logic type / after synthesis / after routing / share of synthesized area [%]
simple gates: 72 / 72 / 14.0
flops: 64 / 64 / 58.7
mux: 32 / 32 / 23.4
buf+inv: 16 / 84 / 3.55
compound gates: 2 / 2 / 0.306
==> power by group <==
group	total (mW)	internal [mW]	switching, mW
clock network	0.539	0.297	0.242
registers	0.857	0.835	0.0225
logic	0.254	0.172	0.0822
Power and IR drop assume default switching activity.
